File: design/flow/config.mk
export PLATFORM = sky130hd
export DESIGN_NAME = clk_divider_N
export DESIGN_NICKNAME = clk_divider_N
export VERILOG_FILES = /design/flow/design.v
export SDC_FILE = /design/flow/constraint.sdc
export NUM_CORES = 4
export LEC_CHECK = 1
export CORE_AREA = 10 10 79 79
export DIE_AREA = 0 0 89 89
File: design/flow/constraint.sdc
current_design clk_divider_N

set clk_period 4.4
set clk_io_pct 0.2

create_clock -name clk0 -period $clk_period [get_ports {clk}]

set non_clock_inputs [all_inputs -no_clocks]
set_input_delay [expr $clk_period * $clk_io_pct] -clock clk0 $non_clock_inputs
set_output_delay [expr $clk_period * $clk_io_pct] -clock clk0 [all_outputs]
File: design/flow/design.v
module clk_divider_N (
		input clk, rst_n, 
		input [7:0] N,
		output clk_div_N);
wire [7:0] N_minus1;
reg [7:0] pos_cnt;
reg pos;
reg neg;
assign N_minus1 = N - 1;
always @ (posedge clk or negedge rst_n)
begin
	if (!rst_n) pos_cnt <= 0;
	else if (pos_cnt == N-1) pos_cnt <= 0;
	else pos_cnt <= pos_cnt + 1;
end
always @ (posedge clk or negedge rst_n)
begin
	if (!rst_n) pos <= 0;
	else if (pos_cnt == N_minus1[7:1]) 	pos <= 1;
	else if (pos_cnt == N_minus1) 		pos <= 0;
end
always @ (negedge clk or negedge rst_n)
begin
	if (!rst_n) neg <= 0;
	else if (N[0] == 1) neg <= pos;  
end
assign clk_div_N = pos | neg;
endmodule 
File: design/flow/run.sh
#!/bin/bash
# OpenROAD 26Q1-2900-gdf79404cd8, Yosys 0.63+post, stock flow scripts
make -C /OpenROAD-flow-scripts/flow DESIGN_CONFIG=/design/flow/config.mk WORK_HOME=/design/flow/orfs finish
==> commit_impl_results.txt <==
Refresh implementation metrics

- Per the GRT congestion report, total overflow comes to 0.
* RSZ-0062 raised after global routing: no
- For the worst min-delay path, the startpoint reported by OpenROAD is neg.
* Dominant synthesized flop cell: dfrtp_1
- Sorting the synthesized cells by how often they occur yields 13 x xor2_1, 11 x a21oi_1, 9 x dfrtp_1, 9 x xnor2_1, 6 x nand3_1.
* Type of destination of the critical path: output port
- The flow ran to the end, and the final reports show no timing, DRC or antenna violations.
- Ys cells: around 100
* Pin count of the biggest net entering global routing: 11
- Share of total power in combinational logic: between 40 and 50%
* Gate Count Post-Synth: 100
* Ant diodes: 0
* Highest fanout seen on the critical path: 2
- Dividing total power by cell area gives a power density of around 520 nW/um2.
- Summing over the stages, the warning tally comes to 25.
- Per the OpenROAD power report, leakage power amounts to around 0.42 nW.
* Post-CTS repair timing setup buffer count: 0
- Total I/O pin count: 11
* RD Place Congestion: around 0.8
- Number of register bits inferred by synthesis: 10
* Kind of start point of the critical path: flop
- The report puts the hold buffer count at CTS at 0.
- Total via count in the routed design: approximately 720
- TritonCTS built the clock tree.
- The number of antenna violations at the first check in global routing is 0.
* Area growth, synth to finish: 20.9%
- Number of flops mapped to enable cells by yosys: 0
- Hold-check failures listed in the final report amount to 0.
* Root buffer cell: clkbuf_8
- In this run the vertical extent of the chip is 89 um.
* Biggest area consumer among synthesized cells: dfrtp_1
* Max-cap viol count: 0
- Placement Rows: 25
- The synthesis report lists the Yosys warning total as 1.
- Yosys reports that the leading cell type by area covers roughly a quarter of the netlist area.
- Final routed wirelength across all metal layers: 2000 um
* Hold slack final: ~0.45 ns
- In this run, post-CTS repair resized a total of 0 instances.
* Post-synthesis async set-or-reset flop share: ~100%
- The clock reaches the later pin of the worst-skew pair after approximately 0.25 ns.
- For this design the total switching power over the nets is ~0.00022 W.
- Clk slew on worst S/H paths: 0.03 ns
* Placed wire-length estimate after detailed placement: around 1600 um
* Wire length of the first global-routing pass: roughly 3500 um
- In this run the worst hold path is classified as flop to flop.
* Detailed-route DRC error count: 0
- Detailed-route iteration 0 reported a violation count of 21.
- The internal power of the cells totals between 0.0003 and 0.0004 W.
* Total cell area reported by yosys after synthesis: 886 um2
- Maximum clock path buffer count: 2
* Worst Clk Skew: 0.0208 ns
- The required time at the worst endpoint is listed as 3.52 ns.
* Routed via count divided by cell count: 4.41
- Cell with the most instances after synthesis: xor2_1
- Crit. Startpoint: neg
- Critical path class: flop to output port
* Overall global routing resource usage: 5.41%
* Mean instance size in the synthesized netlist: approximately 9 um2
- Registers are responsible for 37.8% of the overall power.
- Part of the power in the clock network: about 17%
- The startpoint identified for the worst register-to-register timing path is pos.
- The chip occupies roughly 8000 um2.
* Clock buffers created by TritonCTS: 3
* I/O Buffers: 10
- After routing, the total negative slack on setup checks comes to 0 ns.
- CTS sink cnt: 10
- In this run the number of H-tree levels came out at 1.
* Arr. time, crit path: approximately 3.5 ns
* Transition time of the tightest slew-check pin: 0.712 ns
- The gate-level netlist out of Yosys references 39 unique cell types.
* Synth Seq Share: between 20% and 30%
* Cell area after synthesis: between 800 and 900 um2
- Remaining antenna violation count: 0
- The die is 89 um wide.
- Ranking of synthesized cells by area: dfrtp_1 25%, xor2_1 13%, xnor2_1 8.9%
- Core footprint: 4660 um2
- The analysis reports a worst IR drop on VDD of between 0.2 and 0.25 mV.
- Measured against its own limit, the worst slew margin works out to between 50% and 60%.
- Share of post-route cells with drive strength above 1: ~10%
- Tally of filler cells in the layout: 490
* End-of-flow core utilization: a little under a quarter
- The power report shows net switching accounting for 40.1% of the total.
- Number of setup violations in the final report: 0
- Mean routed wirelength per cell: roughly 12 um
* Iteration tally of the first detailed-router pass: 4
- The final max-slew violation count recorded for this run is 0.
- The number of global-route vias before repair was roughly 740.
- The share of the core area taken by cells at floorplan is a little under a fifth.
-- cell usage in the layout, fill, tap and decap left out, drive strengths merged, types with 2 or more instances in the layout --
master         instances
ha                     2
nand2                  4
or3                    2
o211a                  2
dfrtp                  9
inv                    4
clkdlybuf4s50         10
nor3                   4
nor4                   3
and3                   3
nand2b                 2
nor2                   2
o21ai                  2
xnor2                  9
xor2                  13
nand3                  6
a21oi                 11
clkbuf                 4
a21boi                 2
buf                    2
-- logic make-up after synthesis --
family / count (synthesis) / share of synthesized area, %
AND/OR/NAND/NOR: 31 / 20.5
XOR/XNOR: 22 / 21.8
multiplexers: 1 / 1.27
flip-flops: 10 / 28.2
adder cells (fa/ha/maj): 2 / 2.82
AND-OR/OR-AND: 24 / 18.9
buffers and inverters: 10 / 6.50
-- power by group through the flow --
| stage | clock, W | sequential (W) | combinational, W |
|---|---|---|---|
| after CTS | 0.0000991 | 0.000208 | 0.000252 |
| after global routing | 0.000106 | 0.000219 | 0.000286 |
| final | 0.0000960 | 0.000209 | 0.000249 |
-- worst max-delay path, stage by stage (launching register included) --
cell and delay, ns:
dfrtn_1 0.33, or2_2 0.28, clkdlybuf4s50_1 0.41
-- layout make-up --
cell class | count | area [um2] | area share [%]
Multi-Input combinational cell | 80 | 578 | 54.0
Tap cell | 54 | 67.6 | 6.31
Sequential cell | 10 | 250 | 23.4
Timing Repair Buffer | 12 | 115 | 10.7
Clock buffer | 4 | 45.0 | 4.21
Inverter | 4 | 15.0 | 1.40
-- final timing paths --
| check | to | slack, ns | cells past startpoint |
|---|---|---|---|
| setup / recovery | clk_div_N | 0.05 | 2 |
| hold / removal | neg | 0.45 | 1 |
| setup reg to reg | neg | 1.42 | 1 |
| hold reg to reg | neg | 0.45 | 1 |
| max in group asynchronous | neg | 1.22 | 2 |
| min in group asynchronous | pos_cnt[6] | 0.93 | 2 |
-- state kept, by name, indices dropped and copies added, names as in the netlist --
name     cells
neg          1
pos_cnt      8
pos          1
-- per-layer routing --
layer | GRT usage [%] | vias up | routed length, um
li1 | - | 379 | -
met1 | 7.75 | 333 | 983
met2 | 8.44 | 8 | 935
met3 | 1.01 | 4 | 55
met4 | 0.867 | 0 | 27
met5 | 0 | - | 0
-- through the flow --
step           instance area (um2)  std cells  worst slack [ns]  total power, W
2_1_floorplan                  886        100             0.748        0.000411
3_3_place_gp                  1030        160             0.309        0.000456
3_5_place_dp                  1030        160             0.304        0.000459
4_1_cts                       1070        164            0.0396        0.000560
5_1_grt                       1070        164           0.00877        0.000611
6_report                      1070        164            0.0538        0.000554
Power figures rest on the tool's default switching activity, not on a simulated workload.
